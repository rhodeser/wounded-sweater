`./run.sh`:
```
#!/bin/bash
# OpenROAD 26Q1-2900-gdf79404cd8, Yosys 0.63+post, stock flow scripts
make -C /OpenROAD-flow-scripts/flow DESIGN_CONFIG=/design/flow/config.mk WORK_HOME=/design/flow/orfs finish
```
`./config.mk`:
```
export PLATFORM = sky130hd
export DESIGN_NAME = RojoBot1
export DESIGN_NICKNAME = RojoBot1
export VERILOG_FILES = /design/flow/design.v
export SDC_FILE = /design/flow/constraint.sdc
export NUM_CORES = 4
export LEC_CHECK = 1
export CORE_UTILIZATION = 30
export SYNTH_HDL_FRONTEND = slang
```
`./constraint.sdc`:
```
current_design RojoBot1

set clk_period 5.6
set clk_io_pct 0.2

create_clock -name clk0 -period $clk_period [get_ports {clk}]

set non_clock_inputs [all_inputs -no_clocks]
set_input_delay [expr $clk_period * $clk_io_pct] -clock clk0 $non_clock_inputs
set_output_delay [expr $clk_period * $clk_io_pct] -clock clk0 [all_outputs]
```
`./design.v`:
```
`timescale  1 ns / 1 ns
module RojoBot1(
    input clk, reset, left_fwd, left_rev, right_fwd, right_rev,
    output reg [7:0] left_pos = 0, right_pos = 0
    );
    parameter  simulate = 0;
    localparam rojobot_cnt = simulate ? 26'd5			 
                                      : 26'd19_999_999;  
	reg [25:0]	ck_count = 0;	 
	reg 		tick5hz;		 
	always @(posedge clk)
		if (ck_count == rojobot_cnt) begin
		    tick5hz <= 1'b1;
		    ck_count <= 0;
		end
		else begin
		    ck_count <= ck_count + 1'b1;
		    tick5hz <= 0;
      end
	always @(posedge clk or posedge reset) begin
		if (reset) begin
			left_pos <= 0;
			right_pos <= 0;
		end
		else begin
			if (tick5hz) begin
				case ({left_fwd, left_rev})
					2'b10: left_pos  <= left_pos + 1'b1;
					2'b01: left_pos  <= left_pos - 1'b1;
				endcase
				case ({right_fwd, right_rev})
						2'b10: right_pos <= right_pos + 1'b1;
						2'b01: right_pos <= right_pos - 1'b1;
				endcase
			end
		end
	end
endmodule
```
==> results.json <==
{
  "post-route-min-period_ns": 3.24,
  "yosys_cells": 276,
  "yosys_most_used_dff": "dfxtp_1",
  "clk_pin_slew_ns": 0.08,
  "post-place-ws_ns": 2.10,
  "globalRoute.totalOverflow": 0,
  "crit_path_cell_trace": "clkdlybuf4s50_1 > ha_1 > xor2_1 > ha_1 > a21boi_0 > o22a_1 > a211o_1 > a31oi_1 > xor2_1",
  "fin_setup_tns_ns": 0,
  "startpoint_type": "input pin",
  "viasPerCell": 4.93,
  "drtPass1Iterations": 4,
  "hold_path.class": "register to register",
  "finalSetupViolCount": 0,
  "place.gp.congestion": 0.842,
  "fin_skew_ns": 0.00947,
  "ioPinCount": 22,
  "die_h_um": 92.5,
  "syn_inst": 276,
  "logic_area_um2": 1420,
  "clk_path_buf_depth": 2,
  "num_antenna_cells": 0,
  "cp_top_family": "AND-OR/OR-AND gates",
  "p_leak_nw": 1.14,
  "grt_max_degree": 17,
  "worstMarginPinSlew_ns": 0.746,
  "grtUsageTotal_pct": 12.1,
  "drt-met1-wl_um": 2400,
  "nFillCells": 786,
  "endpoint_kind": "register",
  "top_layer": "met4",
  "syn-cell-area_um2": 2460,
  "port_buffers": 21,
  "crit_buf_inv": 1,
  "drive_above_1_share_pct": 4.15,
  "cts_buffers": 5,
  "ctsResizeCount": 0,
  "drt_iter0_drc": 47,
  "clock-sinks": 43,
  "seq_area_um2": 941,
  "grt_pass1_vias": 1862,
  "grt_pass1_wl_um": 8570,
  "async_flop_share_pct": 37.2,
  "synth_cell_types": 51,
  "crit_required_ns": 5.82,
  "area_growth_pct": 14.5,
  "wl_um": 4570,
  "core-area_um2": 7810,
  "dieArea_um2": 8550,
  "syn_area_per_cell_um2": 8.90,
  "edf_count": 0,
  "postCtsHoldBufs": 0,
  "antenna_found_initial": 0,
  "max_slew_margin_pct": 50.1,
  "ys_seq_share_pct": 38.3,
  "power_density_nw_per_um2": 185,
  "lay_top_cells": "nor2_1 (29), dfxtp_1 (27), xnor2_1 (21), clkdlybuf4s50_1 (21), xor2_1 (18)",
  "post_drt_wl_per_cell_um": 11.7,
  "hold_violations": 0,
  "met3_length_um": 162,
  "period_used_pct": 57.8,
  "synth-seq-cells": 43,
  "drcViolationCount": 0,
  "status": "complete, no violations",
  "die_w_um": 92.5,
  "clkLatencyLatePin_ns": 0.29,
  "synth_warnings": 0,
  "yosysChipArea_um2": 2460,
  "drv_cap": 0,
  "fmax_ghz": 0.309,
  "cts-root-buf": "clkbuf_8",
  "crit_fanout": 15,
  "tritoncts": "done",
  "met2_length_um": 1950,
  "cts-htree-levels": 2,
  "detail-route-antenna-nets": 0,
  "drv_slew": 0,
  "lay_top_count": "nor2_1",
  "worstPathArrival_ns": 3.46,
  "rows": 32,
  "ir_worst_vdd_uv": 125,
  "dp_hpwl_um": 3150,
  "max_stage_delay_ns": 0.49,
  "total_power_mw": 0.520,
  "warnings": 27,
  "cts_setup_buffers": 0,
  "vias": 1927,
  "layout_setup_ws_ns": 2.36,
  "crit_slowest_cell": "clkdlybuf4s50_1",
  "rsz0062_at_grt": "no",
  "final_util_pct": 36.0,
  "initCoreUtil_pct": 31.5,
  "criticalPathCategory": "input pin to register"
}
## where the power goes
part | internal (mW) | switching (mW)
logic | 0.0103 | 0.0144
clock network | 0.0852 | 0.103
registers | 0.307 | 0
## cells by family (layout without fill, tap and decap cells)
logic type / Yosys count / count (layout) / share of synthesized area (%)
AND/OR/NAND/NOR: 111 / 111 / 26.0
AND-OR/OR-AND: 46 / 46 / 12.4
flip-flops: 43 / 43 / 38.3
XOR/XNOR: 39 / 39 / 13.9
buffers and inverters: 26 / 39 / 4.08
adder cells (fa/ha/maj): 7 / 7 / 3.57
multiplexers: 4 / 4 / 1.73
## per-stage QoR
stage,hold slack [ns],std cells,instance area (um^2)
floorplan,0.425,276,2460
global route,0.489,391,2810
CTS,0.479,391,2810
detailed placement,0.462,383,2730
global placement,0.460,383,2730
finish,0.474,391,2810
## area by class of cell
| cell class | instances | share of cell area, % |
|---|---|---|
| Sequential cell | 43 | 33.5 |
| Tap cell | 102 | 4.54 |
| Inverter | 10 | 1.34 |
| Clock inverter | 2 | 0.267 |
| Timing Repair Buffer | 21 | 7.48 |
| Multi-Input combinational cell | 207 | 50.3 |
| Clock buffer | 6 | 2.58 |
## synth_stat cells (8+ instances only)
cell | count | share of area, %
a21oi_1 | 10 | 2.0
and3_1 | 8 | 2.0
clkbuf_1 | 13 | 2.0
dfrtp_1 | 16 | 16
dfxtp_1 | 27 | 22
inv_1 | 9 | 1.4
nand2_1 | 15 | 2.3
nand3_1 | 14 | 2.9
nor2_1 | 29 | 4.4
nor3_1 | 8 | 1.6
xnor2_1 | 21 | 7.5
xor2_1 | 18 | 6.4
## layer usage
layer,up-vias,global-route usage [%]
li1,997,-
met1,890,19.4
met2,33,18.0
met3,7,1.84
met4,0,1.82
met5,-,0
## registers in the layout, summed over array words and instances (netlist names)
signal	cells
tick5hz	1
left_pos	8
right_pos	8
ck_count	26
## final timing paths
check	slack (ns)	end	depth (start not counted)	startpoint
worst max-delay path	2.36	right_pos[6]	9	right_rev
worst min-delay path	0.47	ck_count[25]	1	ck_count[25]
worst max register to register	3.57	right_pos[6]	7	right_pos[1]
worst min register to register	0.47	ck_count[25]	1	ck_count[25]
max in group asynchronous	3.99	left_pos[5]	2	reset
min in group asynchronous	1.20	left_pos[1]	2	reset
No activity file was given, so power comes from the tool's default toggle rates.
